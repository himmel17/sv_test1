[flow/config.mk]
export PLATFORM = sky130hd
export DESIGN_NAME = counter
export DESIGN_NICKNAME = counter
export VERILOG_FILES = /design/flow/design.v
export SDC_FILE = /design/flow/constraint.sdc
export NUM_CORES = 4
export LEC_CHECK = 1
export CORE_AREA = 10 10 70 70
export DIE_AREA = 0 0 80 80
[flow/constraint.sdc]
current_design counter

set clk_period 1.9
set clk_io_pct 0.2

create_clock -name clk0 -period $clk_period [get_ports {clk}]

set non_clock_inputs [all_inputs -no_clocks]
set_input_delay [expr $clk_period * $clk_io_pct] -clock clk0 $non_clock_inputs
set_output_delay [expr $clk_period * $clk_io_pct] -clock clk0 [all_outputs]
[flow/design.v]
`timescale 1ns / 1ps
module counter (
    input  logic       clk,       
    input  logic       rst_n,     
    output logic [7:0] count,     
    output logic       overflow   
);
    always_ff @(posedge clk) begin
        if (!rst_n) begin
            count <= 8'h00;
        end else begin
            count <= count + 1'b1;
        end
    end
    assign overflow = (count == 8'hFF);
endmodule
[flow/run.sh]
#!/bin/bash
# OpenROAD 26Q1-2900-gdf79404cd8, Yosys 0.63+post, stock flow scripts
make -C /OpenROAD-flow-scripts/flow DESIGN_CONFIG=/design/flow/config.mk WORK_HOME=/design/flow/orfs finish
==> impl_results.html <==
<h2>Implementation results</h2>
<table>
<tr><th>Metric</th><th>Value</th></tr>
<tr><th colspan="2">Place</th></tr>
<tr><td>Place WS</td><td>0.2175 ns</td></tr>
<tr><td>Final estimated routing congestion in global placement</td><td>approximately 0.73</td></tr>
<tr><td>Final HPWL DP</td><td>about 700 um</td></tr>
<tr><td>Count of buffers inserted at the top-level ports</td><td>10</td></tr>
<tr><th colspan="2">STA</th></tr>
<tr><td>Unrepaired setup endpoints after global routing</td><td>no</td></tr>
<tr><td>Min setup slack post-route</td><td>between 0.08 and 0.09 ns</td></tr>
<tr><td>Tcrit/Tclk final</td><td>between 90 and 100%</td></tr>
<tr><td>Actual slew at the worst max-slew pin</td><td>0.2153 ns</td></tr>
<tr><td>Max-slew violation count</td><td>0</td></tr>
<tr><td>Total count of hold-check failures in the final report</td><td>0</td></tr>
<tr><td>Min cycle time layout</td><td>roughly 1.8 ns</td></tr>
<tr><td>Achievable frequency</td><td>approximately 550 MHz</td></tr>
<tr><td>Max-slew headroom at the worst pin</td><td>between 80% and 90%</td></tr>
<tr><td>Final setup fails</td><td>0</td></tr>
<tr><td>Total negative slack for setup checks</td><td>0 ns</td></tr>
<tr><td>Worst slack on hold paths</td><td>~0.46 ns</td></tr>
<tr><td>Clk_skew</td><td>0.001251 ns</td></tr>
<tr><th colspan="2">Setup path</th></tr>
<tr><td>Slowest library cell on the worst path</td><td>clkdlybuf4s50_1</td></tr>
<tr><td>Highest fanout seen on the critical path</td><td>5</td></tr>
<tr><td>Crit-path leading delay family</td><td>buffers and inverters</td></tr>
<tr><td>Worst Path Class, Setup</td><td>reg2out</td></tr>
<tr><td>Arrival time of data at the critical path endpoint</td><td>approximately 1.4 ns</td></tr>
<tr><td>Startpoint of the most critical register-to-register path</td><td>count[2]</td></tr>
<tr><td>Cell breakdown of the critical path</td><td>nand4_1, nor2_1, clkdlybuf4s50_1</td></tr>
<tr><td>Depth of the worst register-to-register path</td><td>3</td></tr>
<tr><td>Crit path capture type</td><td>output pin</td></tr>
<tr><td>Kind of start point of the critical path</td><td>flip-flop</td></tr>
<tr><td>Worst setup path endpoint</td><td>overflow</td></tr>
<tr><td>Worst path bufs/invs</td><td>1</td></tr>
<tr><td>Register-to-register path setup slack</td><td>about 0.69 ns</td></tr>
<tr><td>Crit path DRT</td><td>approximately 1.5 ns</td></tr>
<tr><td>Critical path depth in cells</td><td>3</td></tr>
<tr><td>Maximum single-stage delay on the critical path</td><td>just under 0.5 ns</td></tr>
<tr><td>Worst flop-to-flop path endpoint</td><td>count[5]</td></tr>
<tr><td>Start point of the critical path</td><td>count[5]</td></tr>
<tr><th colspan="2">Hold path</th></tr>
<tr><td>Path category of the worst min-delay check</td><td>reg2reg</td></tr>
<tr><td>Min-delay src</td><td>count[0]</td></tr>
<tr><th colspan="2">Job</th></tr>
<tr><td>Max-cap violations</td><td>0</td></tr>
<tr><td>Tool warning count</td><td>25</td></tr>
<tr><th colspan="2">Clocking</th></tr>
<tr><td>Inserted Clock Buffers</td><td>3</td></tr>
<tr><td>TritonCTS clock tree</td><td>yes</td></tr>
<tr><td>Bufs on Longest Clock Path</td><td>2</td></tr>
<tr><td>Clock latency reported for the late side of the worst-skew pair</td><td>0.25 ns</td></tr>
<tr><td>Clock sink total</td><td>8</td></tr>
<tr><td>Worst-path clk slew</td><td>approximately 0.050 ns</td></tr>
<tr><td>Buffers inserted during post-CTS setup optimization</td><td>0</td></tr>
<tr><td>Root Driver</td><td>clkbuf_4</td></tr>
<tr><td>Number of buffers added to fix hold violations after cts</td><td>0</td></tr>
<tr><td>Maximum level of the CTS H-tree</td><td>1</td></tr>
<tr><th colspan="2">Detailed routing</th></tr>
<tr><td>Total wire length</td><td>~890 um</td></tr>
<tr><td>Average detailed-routed wire length per instance</td><td>9.457 um</td></tr>
<tr><td>Routed vias/inst</td><td>about 3.1</td></tr>
<tr><td>Diode count</td><td>0</td></tr>
<tr><td>Number of remaining DRC errors</td><td>0</td></tr>
<tr><td>Number of detailed-route iterations in the first pass</td><td>3</td></tr>
<tr><td>Total via count in the routed design</td><td>just under 300</td></tr>
<tr><td>Antenna-violating nets left</td><td>0</td></tr>
<tr><td>Violation count after the first detailed-routing iteration</td><td>13</td></tr>
<tr><th colspan="2">Power and ir drop</th></tr>
<tr><td>Cell leakage power</td><td>0.1669 nW</td></tr>
<tr><td>Worst IR drop on VDD</td><td>318.1 uV</td></tr>
<tr><td>Areal power density over the cells</td><td>roughly 630 nW/um^2</td></tr>
<tr><td>Post-route total power</td><td>approximately 0.34 mW</td></tr>
<tr><th colspan="2">Logic synthesis</th></tr>
<tr><td>Top area contributor share</td><td>about half</td></tr>
<tr><td>Gate count of the mapped netlist</td><td>34</td></tr>
<tr><td>Cell type contributing the most total cell area after synthesis</td><td>dfxtp_1</td></tr>
<tr><td>Yosys synthesis chip area</td><td>about 320 sq um</td></tr>
<tr><td>Average cell area after synthesis</td><td>~9.5 sq um</td></tr>
<tr><td>Distinct lib cells used</td><td>14</td></tr>
<tr><td>Part of the Yosys area used for sequential elements</td><td>49.42%</td></tr>
<tr><td>Yosys warning total</td><td>1</td></tr>
<tr><td>Seq cells post-synth</td><td>8</td></tr>
<tr><td>Biggest area contributors in the synthesized netlist</td><td>dfxtp_1 (49%), and2_1 (7.7%), nand3_1 (6.2%)</td></tr>
<tr><td>Yosys cell count</td><td>34</td></tr>
<tr><td>Post-Synthesis Cell Area</td><td>324.1 sq um</td></tr>
<tr><th colspan="2">GRT</th></tr>
<tr><td>Remaining global-route overflow</td><td>0</td></tr>
<tr><td>Initial antenna violation count</td><td>0</td></tr>
<tr><td>Via count of the first global-routing pass</td><td>between 200 and 300</td></tr>
<tr><td>Pin count of the biggest net entering global routing</td><td>9</td></tr>
<tr><td>Aggregate global-route resource usage</td><td>about 2.7%</td></tr>
<tr><td>First-pass GRT wire length</td><td>between 1 and 1.5 mm</td></tr>
<tr><th colspan="2">Layout</th></tr>
<tr><td>Number of fill cells</td><td>394</td></tr>
<tr><td>Largest register FFs</td><td>8</td></tr>
<tr><td>Register bank with the most flops</td><td>count</td></tr>
<tr><td>Share of cells above drive strength 1</td><td>16.67%</td></tr>
<tr><td>Regs by FF count</td><td>count x8</td></tr>
<tr><td>Area growth from synthesis to final layout</td><td>62.93%</td></tr>
<tr><td>Core utilization of the finished layout</td><td>between 10% and 20%</td></tr>
<tr><th colspan="2">Status</th></tr>
<tr><td>Outcome</td><td>finished, final reports clean</td></tr>
<tr><th colspan="2">Die</th></tr>
<tr><td>Count of standard-cell rows</td><td>21</td></tr>
<tr><td>Die ar.</td><td>around 6400 sq um</td></tr>
<tr><td>I/O pin total</td><td>11</td></tr>
<tr><td>FP Util</td><td>a little under a tenth</td></tr>
<tr><td>Floorplan core area</td><td>roughly 3400 sq um</td></tr>
<tr><td>Die extent in y</td><td>approximately 80 um</td></tr>
<tr><td>Die width</td><td>~80 um</td></tr>
</table>
==> per-stage QoR <==
stage,std cells,cell area (sq um)
after CTS,94,524.3
after global placement,91,489.2
after global routing,94,528.0
final,94,528.0
after floorplan,34,324.1
after detailed placement,91,489.2
==> worst reg2reg max path, delay by kind of cell, from the launching register on <==
| family | cells | cell delay [ns] |
|---|---|---|
| and+or+nand+nor | 2 | 0.58 |
| AOI/OAI and AO/OA | 1 | 0.13 |
| DFF | 1 | 0.43 |
==> kinds of logic after synthesis <==
kind of cell | count (synthesis) | synth area share (%)
xor gates and xnor gates | 3 | 8.110
AOI/OAI and AO/OA | 6 | 11.58
DFF | 8 | 49.42
and+or+nand+nor | 16 | 27.03
adders and majority gates | 1 | 3.860
==> routing by layer <==
layer | track usage [%] | part of all wire, % | routed length (um)
met1 | 2.888 | 40 | 356
met2 | 4.735 | 52 | 466
met3 | 1.250 | 6.7 | 60
met4 | 0.7042 | 0.67 | 6
met5 | 0 | 0 | 0
==> worst min-delay path by stage <==
stage | to | slack (ns) | cells past startpoint
4_1_cts | count[7] | 0.51 | 2
5_1_grt | count[0] | 0.49 | 1
6_report | count[0] | 0.46 | 1
==> area by class of cell <==
class,instances,area [sq um],share of cell area [%]
Timing Repair Buffer,11,107.6,20.38
Clock buffer,3,22.52,4.265
Tap cell,46,57.56,10.90
Sequential cell,8,163.9,31.04
Multi-Input combinational cell,26,176.4,33.41
==> timing repair <==
item	in CTS	in global routing
pin swaps	1	0
endpoints found under the setup margin	1	1
gates resized	2	3
==> cell usage after synthesis <==
| library cell | number |
|---|---|
| a21boi_0 | 1 |
| a21boi_1 | 2 |
| and2_1 | 4 |
| dfxtp_1 | 8 |
| ha_1 | 1 |
| nand2_1 | 2 |
| nand3_1 | 4 |
| nand4_1 | 1 |
| nor2_1 | 1 |
| nor2b_1 | 1 |
| o21ai_0 | 3 |
| or3_1 | 3 |
| xnor2_1 | 2 |
| xor2_1 | 1 |
==> power breakdown <==
group | internal, mW | total, mW | switching, mW
clock network | 0.0722 | 0.129 | 0.0567
registers | 0.174 | 0.182 | 0.00762
logic | 0.0177 | 0.0243 | 0.00658
total | 0.264 | 0.335 | 0.0709
==> placed cells by master (no fill, tap or decap) <==
master / synthesis / routed
and2_1: 4 / 4
clkbuf_4: 0 / 3
o21ai_0: 3 / 3
or3_1: 3 / 3
nor2_1: 1 / 1
nand2_1: 2 / 2
buf_4: 0 / 1
ha_4: 0 / 1
a21boi_0: 1 / 1
nand4_1: 1 / 1
clkdlybuf4s50_1: 0 / 10
nor2b_1: 1 / 1
dfxtp_2: 0 / 3
xnor2_1: 2 / 2
nand3_1: 4 / 4
xor2_1: 1 / 1
a21boi_1: 2 / 2
dfxtp_1: 8 / 5
Power and IR drop assume default switching activity.
