==> flow/design.v <==
`timescale 1ns / 1ps
module demux_4bit (
    input  logic [3:0] data_in,    
    input  logic [1:0] sel,        
    output logic [3:0] out0,       
    output logic [3:0] out1,       
    output logic [3:0] out2,       
    output logic [3:0] out3        
);
    always_comb begin
        out0 = 4'h0;
        out1 = 4'h0;
        out2 = 4'h0;
        out3 = 4'h0;
        case (sel)
            2'b00: out0 = data_in;
            2'b01: out1 = data_in;
            2'b10: out2 = data_in;
            2'b11: out3 = data_in;
        endcase
    end
endmodule
==> flow/run.sh <==
#!/bin/bash
# OpenROAD 26Q1-2900-gdf79404cd8, Yosys 0.63+post, stock flow scripts
make -C /OpenROAD-flow-scripts/flow DESIGN_CONFIG=/design/flow/config.mk WORK_HOME=/design/flow/orfs finish
==> flow/config.mk <==
export PLATFORM = sky130hd
export DESIGN_NAME = demux_4bit
export DESIGN_NICKNAME = demux_4bit
export VERILOG_FILES = /design/flow/design.v
export SDC_FILE = /design/flow/constraint.sdc
export NUM_CORES = 4
export LEC_CHECK = 1
export CORE_AREA = 10 10 70 70
export DIE_AREA = 0 0 80 80
==> flow/constraint.sdc <==
current_design demux_4bit

set clk_period 1.0
set clk_io_pct 0.2

create_clock -name clk0 -period $clk_period

set non_clock_inputs [all_inputs -no_clocks]
set_input_delay [expr $clk_period * $clk_io_pct] -clock clk0 $non_clock_inputs
set_output_delay [expr $clk_period * $clk_io_pct] -clock clk0 [all_outputs]
==> flow_summary.ini <==
; generated from flow reports
[power]
switching_share_pct = 31.24
power_frac_seq_pct = 0
pwr-share-comb_pct = 100.0
intPower_uw = 110.9
powerDensity_mw_per_mm2 = 307.0
clockPowerShare_pct = 0
p_leak_uw = 0.0002698
netSwitchingPower_uw = 50.41
peakVddDrop_uv = 185.7
power.total_uw = 161.3

[placement]
gp_congestion = 0.6896
numPortBuffers = 22
dpl-instance-area_um2 = 425.4
pre_cts_ws_ps = -706.5
dp_cells = 86

[finish]
nFillCells = 397
final_cell_mix = 14 x buf_2, 11 x buf_6, 6 x and3b_2, 4 x and3_4, 4 x nor3b_2
final_cells = 95
area_growth_pct = 238.7
drive_above_1_share_pct = 93.88
regArea_um2 = 0
final_common_cell = buf_2
finalInstanceArea_um2 = 525.5
flop-count = 0
nClkBuffers = 0

[setup_path]
cp_cell_sequence = buf_8 > buf_6 > buf_12 > and3b_2 > buf_2
worst_path_largest_cell_delay_ps = 180
path_buffers = 4
cp.required_ps = 800
start_kind = input port
crit_slowest_cell = and3b_2
cp-end-kind = output port
critPathArrivalTime_ps = 820
critPathKind = input port to output port
critPathTopFamily = buffers and inverters
cp_max_fo = 4

[grt]
grtUsageTotal_pct = 2.794
grt_max_degree = 9
antenna_found_initial = 0
grt_overflow_total = 0
grt_pass1_vias = 279
grt_first_pass_wirelength_um = 1449

[die]
fp-row-count = 21
die_height_um = 80
fp.coreArea_mm2 = 0.003416
io_pins = 22
die_w_um = 80
die-area_mm2 = 0.006400
initial_utilization_pct = 4.542

[synthesis]
ys_seq_share_pct = 0
ys_cells = 18
topCellsByArea = and3b_2 39%, nor3b_1 19%, and3_1 16%, buf_6 15%, and3b_1 11%
synth_cell_type_count = 5
netlist_area_um2 = 155.1
ys_chip_area_um2 = 155.1
synth_area_leader_cell = and3b_2
syn_inst = 18
syn_area_per_cell_um2 = 8.619
yosys_warnings = 1
top_cell_area_share_pct = 38.71

[detailed_routing]
wl_um = 986
dr.pass1.iters = 1
wl_per_cell_um = 10.38
drt_iter0_markers = 0
drc_errors = 0
num_antenna_cells = 0
viasPerCell = 2.821
vias = 268
ant_nets = 0

[sta]
max_freq_mhz = 981.5
timing.final.ws_setup_ps = -18.89
maxSlewViolCount = 0
rsz0062_at_grt = yes
worst_pin_slew_ps = 107.9
slew_headroom_pct = 92.77
finalCriticalPeriod_ps = 1019
hold_ws_ps = 718.2
hold_viol = 0
setup_viol = 3
finalCritPeriodShare_pct = 101.9

[worst_hold_path]
whs_path_depth = 4
hp-class = input port to output port
hp-start = sel[1]
min_to = out0[0]

[job]
tool_warnings = 34
max_cap_violations = 0

[outcome]
violations = negative setup slack
outcome = finished with violations

[clock_tree]
cts_hold_buf = 0
-- worst min-delay path, stage by stage --
cell and delay, ps:
buf_8 100, buf_6 90, nor3b_2 30, buf_2 100
-- routing by layer --
metal,GRT usage (%),up-vias,part of all wire (%)
li1,-,134,-
met1,4.680,114,56
met2,2.970,20,28
met3,1.477,0,16
met4,0,0,0
met5,0,-,0
-- stage by stage --
| stage | util [%] | setup TNS, ps |
|---|---|---|
| floorplan | - | 0 |
| global placement | 12.45 | -10650 |
| detailed placement | 12.45 | -10770 |
| CTS | 14.43 | -80.66 |
| global route | 15.38 | -225.9 |
| finish | 15.38 | -44.44 |
-- cell families after synthesis --
logic type,after synthesis,share of synthesized area (%)
AND/OR/NAND/NOR,16,85.49
buffers and inverters,2,14.52
-- Yosys cell counts --
| library cell | number |
|---|---|
| buf_6 | 2 |
| and3_1 | 4 |
| nor3b_1 | 4 |
| and3b_2 | 6 |
| and3b_1 | 2 |
-- final cells by class --
cell class         count  area (um^2)  area share (%)
multi-input cells     16        172.7           32.86
well taps             46        57.56           10.95
repair buffers        33        295.3           56.19
-- what timing repair did --
action                                  CTS  global route
endpoints found under the setup margin   16            11
resized                                  87             9
pin swaps                                 3             3
cloned                                    2             0
setup buffers                             8             0
-- how the worst max path moves through the flow --
stage,start,to,depth (start not counted)
after CTS,sel[1],out0[2],5
after global routing,sel[0],out0[1],5
final,sel[0],out1[1],5
-- power by group through the flow --
stage	Combinational (uW)	Sequential (uW)	Clock [uW]
4_1_cts	151	0	0
5_1_grt	175	0	0
6_report	161	0	0
Power is estimated from default activity; no workload was simulated.
